**design.v**
```verilog
module cache_ahb_ctrl_mem (
    input   logic           i_hclk,
    input   logic           i_hnreset,
    input   logic           i_hsel,
    input   logic   [31:0]  i_haddr,
    input   logic           i_hwrite,
    input   logic   [ 2:0]  i_hsize,
    input   logic   [ 2:0]  i_hburst,
    input   logic   [ 3:0]  i_hprot,
    input   logic   [ 1:0]  i_htrans,
    input   logic           i_hmastlock,
    input   logic           i_hready,
    input   logic   [31:0]  i_hwdata,
    output  logic           o_hready,
    output  logic           o_hresp,
    output  logic   [31:0]  o_hrdata,
    input   logic           i_nbypass,
    input   logic           i_d_cache_en,
    input   logic   [31:0]  i_climit,
    input   logic           i_prefetch_dis,
    input   logic           i_miss_cache,
    input   logic   [7:0]   i_calc_addr_cache,
    input   logic   [7:0]   i_calc_addr_load,
    output  logic           o_calc_srst,
    output  logic           o_calc_en,
    output  logic           o_calc_wr_rdy,
    output  logic   [29:0]  o_calc_addr,
    input   logic           i_sl_hready,
    input   logic           i_sl_hresp,
    input   logic   [31:0]  i_sl_hrdata,
    output  logic           o_sl_hsel,
    output  logic   [31:0]  o_sl_haddr,
    output  logic           o_sl_hwrite,
    output  logic   [2:0]   o_sl_hsize,
    output  logic   [2:0]   o_sl_hburst,
    output  logic   [3:0]   o_sl_hprot,
    output  logic   [1:0]   o_sl_htrans,
    output  logic           o_sl_hmastlock,
    output  logic           o_sl_hready,
    output  logic   [31:0]  o_sl_hwdata,
    input   logic   [31:0]  i_mem_rdata,
    output  logic           o_mem_en,
    output  logic           o_mem_we,
    output  logic   [7:0]   o_mem_addr
    );
    enum logic [3:0] {IDLE, READ_CACHE, PREREAD_FLASH, READ_FLASH,
                      POST_FLASH, READ_POST_FLASH, PREF_ADDR, PREF_DATA,
                      PRETHROUGH, THROUGH} state_list;
    logic           cache_area;
    logic           cache_en;
    logic           request;
    logic           request_read;
    logic           request_read_ready;
    logic           request_reg;
    logic   [31:0]  haddr;
    logic           hwrite;
    logic   [ 2:0]  hsize;
    logic   [ 2:0]  hburst;
    logic   [ 3:0]  hprot;
    logic   [ 1:0]  htrans;
    logic           hmastlock;
    logic   [31:0]  hwdata;
    logic           switch_read_cache;
    logic           switch_preread_flash;
    logic           switch_read_flash;
    logic           switch_pref_addr_pref;
    logic           switch_pref_addr;
    logic           switch_pref_data;
    logic           switch_prethrough;
    logic           switch_through;
    logic   [3:0]   current_state;
    logic   [3:0]   next_state;
    logic           state_idle;
    logic           state_read_cache;
    logic           state_preread_flash;
    logic           state_read_flash;
    logic           state_post_flash;
    logic           state_read_post_flash;
    logic           state_pref_addr;
    logic           state_pref_data;
    logic           state_pretrough;
    logic           state_through;
    logic           gen_addr_rst_flash;
    logic           gen_addr_rst_pref;
    logic           gen_addr_rst;
    logic           gen_addr_set_1;
    logic           gen_addr_inc_flash;
    logic           gen_addr_inc_pref;
    logic           gen_addr_inc;
    logic   [1:0]   gen_addr;
    logic           gen_addr_full;
    logic           mem_gen_addr_rst;
    logic           mem_gen_addr_replace;
    logic   [1:0]   mem_gen_addr;
    logic           mem_gen_addr_full;
    logic           pref_glob_en;
    logic           pref_glob_en_rst;
    logic           pref_full_frame_set;
    logic           pref_full_frame_rst;
    logic           pref_full_frame;
    logic           pref_haddr_full;
    logic           pref_addr_inc_addr;
    logic           pref_addr_inc_data;
    logic           pref_addr_inc;
    logic   [2:0]   pref_addr;
    logic   [27:0]  pref_addr_comb;
    logic           pref_addr_full;
    logic           pref_calc_en;
    logic           mux_request_read;
    logic           mux_read_flash;
    logic           mux_through;
    logic           mux_pref;
    logic           nbypass_reg;
    assign cache_area = i_haddr < i_climit;
    assign cache_en = i_nbypass & cache_area & (!i_hprot[0] | (i_hprot[0] & i_d_cache_en));
    assign request = i_hsel & i_htrans[1] & i_hready;
    assign request_read = request & !i_hwrite & cache_en;
    assign request_read_ready = request_read & o_hready;
    always_ff @(posedge i_hclk, negedge i_hnreset)
        if (!i_hnreset) request_reg <= 'd0;
        else request_reg <= request;
    always_ff @(posedge i_hclk, negedge i_hnreset)
        if (!i_hnreset) haddr <= 'd0;
        else if (request) haddr <= i_haddr;
    always_ff @(posedge i_hclk, negedge i_hnreset)
        if (!i_hnreset) hwrite <= 'd0;
        else if (request) hwrite <= i_hwrite;
    always_ff @(posedge i_hclk, negedge i_hnreset)
        if (!i_hnreset) hsize <= 'd0;
        else if (request) hsize <= i_hsize;
    always_ff @(posedge i_hclk, negedge i_hnreset)
        if (!i_hnreset) hburst <= 'd0;
        else if (request) hburst <= i_hburst;
    always_ff @(posedge i_hclk, negedge i_hnreset)
        if (!i_hnreset) hprot <= 'd0;
        else if (request) hprot <= i_hprot;
    always_ff @(posedge i_hclk, negedge i_hnreset)
        if (!i_hnreset) htrans <= 'd0;
        else if (request) htrans <= i_htrans;
    always_ff @(posedge i_hclk, negedge i_hnreset)
        if (!i_hnreset) hmastlock <= 'd0;
        else if (request) hmastlock <= i_hmastlock;
    always_ff @(posedge i_hclk, negedge i_hnreset)
        if (!i_hnreset) hwdata <= 'd0;
        else if (request_reg) hwdata <= i_hwdata;
    assign o_hready = !state_pretrough & !state_through & !state_preread_flash & !state_read_flash & !state_post_flash
                      | (state_through & i_sl_hready);
    assign o_hresp = state_through ? i_sl_hresp: 1'b0;
    assign o_hrdata = state_read_cache || state_read_post_flash ? i_mem_rdata:
                      state_through ? i_sl_hrdata: 'd0;
    assign switch_read_cache = request_read_ready & !i_miss_cache;
    assign switch_preread_flash = request_read_ready & i_miss_cache & !i_sl_hready;
    assign switch_read_flash = request_read_ready & i_miss_cache & i_sl_hready;
    assign switch_pref_addr_pref = pref_glob_en & !pref_addr_full & !pref_haddr_full;
    assign switch_pref_addr = state_idle & i_sl_hready & !request & !i_prefetch_dis & i_nbypass & switch_pref_addr_pref;
    assign switch_pref_data = !request & !i_hwrite & i_miss_cache & !gen_addr_full & !i_prefetch_dis & i_nbypass;
    assign switch_prethrough = i_hsel & i_htrans[1] & !cache_en & !i_sl_hready;
    assign switch_through = i_hsel & i_htrans[1] & !cache_en & i_sl_hready;
    always_ff @(posedge i_hclk, negedge i_hnreset)
        if (!i_hnreset) current_state <= IDLE;
        else current_state <= next_state;
    always_comb
        case (current_state)
            IDLE:
                if (switch_through)
                    next_state = THROUGH;
                else if (switch_prethrough)
                    next_state = PRETHROUGH;
                else if (switch_read_cache)
                    next_state = READ_CACHE;
                else if (switch_preread_flash)
                    next_state = PREREAD_FLASH;
                else if (switch_read_flash)
                    next_state = READ_FLASH;
                else if (switch_pref_addr)
                    next_state = PREF_ADDR;
                else
                    next_state = IDLE;
            READ_CACHE:
                if (switch_through)
                    next_state = THROUGH;
                else if (switch_prethrough)
                    next_state = PRETHROUGH;
                else if (switch_preread_flash)
                    next_state = PREREAD_FLASH;
                else if (switch_read_flash)
                    next_state = READ_FLASH;
                else if (!request_read_ready)
                    next_state = IDLE;
                else
                    next_state = READ_CACHE;
            PREREAD_FLASH:
                if (i_sl_hready)
                    next_state = READ_FLASH;
                else
                    next_state = PREREAD_FLASH;
            READ_FLASH:
                if (o_calc_wr_rdy)
                    next_state = POST_FLASH;
                else
                    next_state = READ_FLASH;
            POST_FLASH:
                next_state = READ_POST_FLASH;
            READ_POST_FLASH:
                if (switch_through)
                    next_state = THROUGH;
                else if (switch_prethrough)
                    next_state = PRETHROUGH;
                else if (switch_read_cache)
                    next_state = READ_CACHE;
                else if (!request_read_ready)
                    next_state = IDLE;
                else
                    next_state = READ_FLASH;
            PREF_ADDR:
                if (switch_through)
                    next_state = THROUGH;
                else if (switch_prethrough)
                    next_state = PRETHROUGH;
                else if (switch_read_cache)
                    next_state = READ_CACHE;
                else if (switch_preread_flash)
                    next_state = PREREAD_FLASH;
                else if (switch_read_flash)
                    next_state = READ_FLASH;
                else if (i_prefetch_dis || (pref_addr_full && !i_miss_cache))
                    next_state = IDLE;
                else if (switch_pref_data)
                    next_state = PREF_DATA;
                else
                    next_state = PREF_ADDR;
            PREF_DATA:
                if (switch_through)
                    next_state = THROUGH;
                else if (switch_prethrough)
                    next_state = PRETHROUGH;
                else if (switch_read_cache)
                    next_state = READ_CACHE;
                else if (switch_preread_flash)
                    next_state = PREREAD_FLASH;
                else if (switch_read_flash)
                    next_state = READ_FLASH;
                else if (i_prefetch_dis || (pref_full_frame && mem_gen_addr_full && o_calc_wr_rdy))
                    next_state = IDLE;
                else if (switch_pref_addr && !i_miss_cache)
                    next_state = PREF_ADDR;
                else
                    next_state = PREF_DATA;
            PRETHROUGH:
                if (i_sl_hready)
                    next_state = THROUGH;
                else
                    next_state = PRETHROUGH;
            THROUGH:
                if (switch_read_cache)
                    next_state = READ_CACHE;
                else if (switch_preread_flash)
                    next_state = PREREAD_FLASH;
                else if (switch_read_flash)
                    next_state = READ_FLASH;
                else if (i_sl_hready && !request)
                    next_state = IDLE;
                else
                    next_state = THROUGH;
            default:
                next_state = IDLE;
        endcase
    assign state_idle = current_state == IDLE;
    assign state_read_cache = current_state == READ_CACHE;
    assign state_preread_flash = current_state == PREREAD_FLASH;
    assign state_read_flash = current_state == READ_FLASH;
    assign state_post_flash = current_state == POST_FLASH;
    assign state_read_post_flash = current_state == READ_POST_FLASH;
    assign state_pref_addr = current_state == PREF_ADDR;
    assign state_pref_data = current_state == PREF_DATA;
    assign state_pretrough = current_state == PRETHROUGH;
    assign state_through = current_state == THROUGH;
    assign gen_addr_rst_flash = !state_read_flash | (state_read_flash & o_calc_wr_rdy);
    assign gen_addr_rst_pref = !state_pref_addr & !state_pref_data;
    assign gen_addr_rst = !gen_addr_set_1
        & ((switch_read_flash & !i_sl_hready) | (gen_addr_rst_flash & gen_addr_rst_pref));
    assign gen_addr_set_1 = (switch_read_flash | state_preread_flash) & i_sl_hready;
    assign gen_addr_inc_flash = (state_read_flash & i_sl_hready & !mem_gen_addr_full);
    assign gen_addr_inc_pref = (state_pref_addr & i_miss_cache) | (state_pref_data & i_sl_hready & !pref_full_frame);
    assign gen_addr_inc = !gen_addr_rst & !gen_addr_set_1 & (gen_addr_inc_flash | gen_addr_inc_pref);
    always_ff @(posedge i_hclk, negedge i_hnreset)
        if (!i_hnreset) gen_addr <= 'd0;
        else if (gen_addr_rst) gen_addr <= 'd0;
        else if (gen_addr_set_1) gen_addr <= 2'd1;
        else if (gen_addr_inc) gen_addr <= gen_addr + 2'd1;
    assign gen_addr_full = &gen_addr;
    assign mem_gen_addr_rst = switch_read_flash | switch_pref_addr;
    assign mem_gen_addr_replace = o_mem_we;
    always_ff @(posedge i_hclk, negedge i_hnreset)
        if (!i_hnreset) mem_gen_addr <= 'd0;
        else if (mem_gen_addr_rst) mem_gen_addr <= 'd0;
        else if (mem_gen_addr_replace) mem_gen_addr <= gen_addr;
    assign mem_gen_addr_full = &mem_gen_addr;
    assign o_mem_en = switch_read_cache | o_mem_we | state_post_flash;
    assign o_mem_we = (state_read_flash | state_pref_data) & i_sl_hready;
    always_comb
        casex ({switch_read_cache, state_read_flash, state_post_flash, state_pref_data})
            4'b1xxx: o_mem_addr = i_calc_addr_cache;
            4'b01xx: o_mem_addr = {i_calc_addr_load[7:2], mem_gen_addr};
            4'b001x: o_mem_addr = i_calc_addr_load;
            4'b0001: o_mem_addr = {i_calc_addr_load[7:2], mem_gen_addr};
            default: o_mem_addr = 'd0;
        endcase
    assign pref_glob_en_rst = state_through | !i_nbypass | i_prefetch_dis;
    always_ff @(posedge i_hclk, negedge i_hnreset)
        if (!i_hnreset) pref_glob_en <= 'd0;
        else if (pref_glob_en_rst) pref_glob_en <= 1'b0;
        else if (request_read_ready) pref_glob_en <= 1'b1;
    assign pref_full_frame_set = pref_addr_full & gen_addr_full & gen_addr_inc;
    assign pref_full_frame_rst = mem_gen_addr_full & mem_gen_addr_replace & o_calc_wr_rdy;
    always_ff @(posedge i_hclk, negedge i_hnreset)
        if (!i_hnreset) pref_full_frame <= 'd0;
        else if (pref_full_frame_set) pref_full_frame <= 1'b1;
        else if (pref_full_frame_rst) pref_full_frame <= 1'b0;
    assign pref_haddr_full = haddr[6:4] == 3'h7;
    assign pref_addr_inc_addr = state_pref_addr & !i_miss_cache;
    assign pref_addr_inc_data = state_pref_data & gen_addr_full & gen_addr_inc;
    assign pref_addr_inc = (pref_addr_inc_addr | pref_addr_inc_data) & !pref_addr_full;
    always_ff @(posedge i_hclk, negedge i_hnreset)
        if (!i_hnreset) pref_addr <= 'd0;
        else if (switch_pref_addr) pref_addr <= haddr[6:4] + 3'h1;
        else if (pref_addr_inc) pref_addr <= pref_addr + 3'h1;
    assign pref_addr_comb = {haddr[31:7], pref_addr};
    assign pref_addr_full = &pref_addr;
    assign pref_calc_en = !request_read & (state_pref_addr | (state_pref_data & o_calc_wr_rdy & !pref_full_frame));
    assign mux_request_read = request_read & i_miss_cache;
    assign mux_read_flash = state_read_flash & !mem_gen_addr_full | state_preread_flash;
    assign mux_through = (switch_through | state_through) & !switch_read_cache;
    assign mux_pref = (state_pref_addr | state_pref_data) & !pref_full_frame;
    always_comb
        casex ({mux_request_read, mux_read_flash, state_pretrough, mux_through, mux_pref})
            5'b1_xxxx:
                begin
                    o_sl_hsel = 1'b1;
                    o_sl_haddr = {i_haddr[31:4], 4'h0};
                    o_sl_hwrite = 1'b0;
                    o_sl_hsize = 3'h2;
                    o_sl_hburst = i_hburst;
                    o_sl_hprot = i_hprot;
                    o_sl_htrans = i_htrans;
                    o_sl_hmastlock = i_hmastlock;
                    o_sl_hready = i_hready & i_sl_hready;
                    o_sl_hwdata = i_hwdata;
                end
            5'b0_1xxx:
                begin
                    o_sl_hsel = !mem_gen_addr_full;
                    o_sl_haddr = {haddr[31:4], gen_addr, 2'h0};
                    o_sl_hwrite = 1'b0;
                    o_sl_hsize = 3'h2;
                    o_sl_hburst = hburst;
                    o_sl_hprot = hprot;
                    o_sl_htrans = htrans;
                    o_sl_hmastlock = hmastlock;
                    o_sl_hready = i_sl_hready;
                    o_sl_hwdata = 32'd0;
                end
            5'b0_01xx:
                begin
                    o_sl_hsel = 1'b1;
                    o_sl_haddr = haddr;
                    o_sl_hwrite = hwrite;
                    o_sl_hsize = hsize;
                    o_sl_hburst = hburst;
                    o_sl_hprot = hprot;
                    o_sl_htrans = htrans;
                    o_sl_hmastlock = hmastlock;
                    o_sl_hready = i_sl_hready;
                    o_sl_hwdata = hwdata;
                end
            5'b0_001x:
                begin
                    o_sl_hsel = i_hsel;
                    o_sl_haddr = i_haddr;
                    o_sl_hwrite = i_hwrite;
                    o_sl_hsize = i_hsize;
                    o_sl_hburst = i_hburst;
                    o_sl_hprot = i_hprot;
                    o_sl_htrans = i_htrans;
                    o_sl_hmastlock = i_hmastlock;
                    o_sl_hready = i_hready;
                    o_sl_hwdata = i_hwdata;
                end
            5'b0_0001:
                begin
                    o_sl_hsel = !pref_full_frame;
                    o_sl_haddr = {pref_addr_comb, gen_addr, 2'h0};
                    o_sl_hwrite = 1'b0;
                    o_sl_hsize = 3'h2;
                    o_sl_hburst = 3'h0;
                    o_sl_hprot = 4'h1;
                    o_sl_htrans = 2'h2;
                    o_sl_hmastlock = 1'b0;
                    o_sl_hready = i_sl_hready;
                    o_sl_hwdata = 32'd0;
                end
            default:
                begin
                    o_sl_hsel = 1'b0;
                    o_sl_haddr = 32'd0;
                    o_sl_hwrite = 1'b0;
                    o_sl_hsize = 3'h0;
                    o_sl_hburst = 3'h0;
                    o_sl_hprot = 4'h0;
                    o_sl_htrans = 2'h0;
                    o_sl_hmastlock = 1'b0;
                    o_sl_hready = i_sl_hready;
                    o_sl_hwdata = 32'd0;
                end
        endcase
    always_ff @(posedge i_hclk, negedge i_hnreset)
        if (!i_hnreset) nbypass_reg <= 'd0;
        else nbypass_reg <= i_nbypass;
    assign o_calc_srst = i_nbypass & !nbypass_reg;
    assign o_calc_en = request_read_ready | pref_calc_en;
    assign o_calc_wr_rdy = mem_gen_addr_full & o_mem_we;
    assign o_calc_addr = request_read_ready ? i_haddr[31:2]: {pref_addr_comb, 2'h0};
endmodule
```
**run.sh**
```bash
#!/bin/bash
# OpenROAD 26Q1-2900-gdf79404cd8, Yosys 0.63+post, stock flow scripts
make -C /OpenROAD-flow-scripts/flow DESIGN_CONFIG=/design/flow/config.mk WORK_HOME=/design/flow/orfs finish
```
**config.mk**
```make
export PLATFORM = sky130hd
export DESIGN_NAME = cache_ahb_ctrl_mem
export DESIGN_NICKNAME = cache_ahb_ctrl_mem
export VERILOG_FILES = /design/flow/design.v
export SDC_FILE = /design/flow/constraint.sdc
export NUM_CORES = 4
export LEC_CHECK = 1
export CORE_AREA = 10 10 203 203
export DIE_AREA = 0 0 213 213
```
**constraint.sdc**
```tcl
current_design cache_ahb_ctrl_mem

set clk_period 16.9
set clk_io_pct 0.2

create_clock -name clk0 -period $clk_period [get_ports {i_hclk}]

set non_clock_inputs [all_inputs -no_clocks]
set_input_delay [expr $clk_period * $clk_io_pct] -clock clk0 $non_clock_inputs
set_output_delay [expr $clk_period * $clk_io_pct] -clock clk0 [all_outputs]
```
==> notes.md <==
fresh numbers from the pnr run: status=finished clean, Main synth FF type=dfrtp_1, Ports=357, PostCTS Resize Cnt=0, Tot GR Track Use=13.2%, Final Cycle Share=64.7%, number of global-route vias before repair=7410, hold-fix buffer count after cts=0, total CTS buffers=9, Die Width=213 µm, relative slew slack=48.5%, aggregate routed wire length=30900 µm, ys cells=848, crit path DRT=13.52 ns, die area=0.0454 mm², Final Max Slew Viols=0, # placed instances=1635, crit start category=primary input, WS Path Type=in2out, EDFF count, synth=0, hold crit path type=reg2reg, clock transition at the registers of the reported paths=0.07 ns, Setup crit start=i_climit[15], drt first pass iters=5, TritonCTS clock tree=done, unrepaired setup endpoints after global routing=false, minimum clock period after layout=10.93 ns, Remaining Overflow, GRT=0, design area=0.0114 mm², # clock sinks=99, Detail Route Antenna Nets=0, max cap viols=0, vias=7355, power per cell area=86.5 mW/mm², FP Rows=70, mapped cell area=0.00704 mm², cell accounting for the most synthesized area=dfrtp_1, final routed DRC violation total=0, r2r setup slk=14.40 ns, Yosys cell types=64, Post-Route Setup TNS=0 ns, Lkg Pwr=0.00476 µW, crit path to=o_sl_haddr[4], Starting Density=19.2%, clk ins delay skew pair=0.36 ns, H-tree levels=3, biggest regs=haddr: 32 flops, hwdata: 32 flops, current_state: 10 flops, Critical R2R Launch=current_state[0], Crit Reg-Reg Endpoint=pref_addr[2], CP max FO=42, Worst-Margin Slew=0.773 ns, drt wl/cell=18.7 µm, IO buf count=356, R2R depth=11, yosys stat chip area=0.00704 mm², filler cell count=3777, Synth top cells by count=199 x nand2_1, 98 x dfrtp_1, 77 x inv_1, 76 x o21ai_0, 61 x mux2_2, Max Clock Freq=91.5 MHz, Root Driver=clkbuf_16, Final Hold Violating Endpoints=0, layout cell share with drive strength beyond 1=9.04%, first-pass GRT wire length=45700 µm, 1st-iter DRT viols=412, Top-area cell share=34.9%, Worst Skew=0.0171 ns, tool warnings=25, Max VDD drop=0.0477 mV, Area contributors post-synth=dfrtp_1 35%, nand2_1 11%, mux2_2 9.8%, ha_1 5.9%, a22o_1 5.6%, dpl cell area=0.0111 mm², Synth Seq Share=35.2%, Ys Warns=1, asr flop ratio synth=100%, core area=0.0367 mm², largest net degree at the start of global routing=78, clk buf depth=2, fin cells=1655, CP endpoint kind=output port, initial antenna violation count=3, Via density=4.44, Syn-to-layout area delta=61.9%, final count of negative-setup-slack endpoints=0, #FFs+latches synth=99, hpwl dp=24500 µm, Mapped Cells=848, routability cong.=0.907, average cell area after synthesis=8.30 µm², die y size=213 µm, crit path DAT=7.55 ns, postcts setup bufs=0, Synth top cell by count=nand2_1
-- logic make-up after synthesis --
group	count (synthesis)	share of synthesized area (%)
muxes	87	13.5
and+or+nand+nor	301	18.8
AOI/OAI and AO/OA	201	19.5
adders and majority gates	33	5.87
buffers and inverters	126	7.04
xor gates and xnor gates	1	0.125
DFF	99	35.2
-- per-layer routing --
layer	track usage (%)	share of wire, %	up-vias
li1	-	-	3605
met1	16.5	41	3407
met2	21.3	46	326
met3	5.75	12	17
met4	1.80	1.0	0
met5	0	0	-
-- worst min-delay path by stage --
stage | startpoint | slack, ns | end | depth (start not counted)
4_1_cts | htrans[1] | 0.47 | htrans[1] | 1
5_1_grt | htrans[1] | 0.49 | htrans[1] | 1
6_report | htrans[1] | 0.47 | htrans[1] | 1
-- area by class of cell --
cell class / instances / area (µm²) / share of cell area, %
multi-input cells: 623 / 4090 / 35.9
repair buffers: 368 / 3650 / 32.0
flip-flops and latches: 99 / 2480 / 21.8
well taps: 468 / 586 / 5.14
inverters: 77 / 289 / 2.54
clock buffers: 10 / 229 / 2.01
clock inverters: 6 / 60.1 / 0.527
diodes: 4 / 10.0 / 0.0879
-- stage by stage --
step | total power (µW) | utilization (%) | hold WS (ns) | setup WS [ns]
floorplan | 479 | - | 0.389 | 8.24
global route | 1060 | 31.0 | 0.494 | 5.79
CTS | 1010 | 31.0 | 0.474 | 5.95
global placement | 787 | 30.2 | 0.451 | 5.95
detailed placement | 789 | 30.2 | 0.456 | 5.96
finish | 985 | 31.0 | 0.474 | 5.97
-- where the power goes --
group	switching, µW	leakage [µW]	internal (µW)
Sequential	33.6	0.00123	277
Combinational	190	0.00339	276
Clock	105	0.000134	103
Total	328	0.00476	657
-- critical path: stages --
cell and delay, ns:
clkdlybuf4s50_1 0.46, inv_1 0.04, ha_1 0.30, nand4_1 0.23, nor3_1 0.57, o2bb2ai_1 0.21, o21ai_1 0.26, nand2_1 0.21
nand3_4 0.45, buf_4 0.50, a221o_1 0.43, clkdlybuf4s50_1 0.47
-- layout by cell type, fill, tap and decap left out, types with 5 or more instances in the layout --
cell and instances:
clkdlybuf4s50_1 355, nand2_1 199, dfrtp_1 98, inv_1 77, o21ai_0 76, mux2_2 61
a22o_1 45, ha_1 33, a21oi_1 27, mux2i_1 25, nor2_1 23, nand3_1 19
buf_4 13, and2_1 12, clkbuf_16 9, nor3_1 8, nor2b_1 7, nand4_1 6
a221o_1 6, or2_2 5
Power and IR drop assume default switching activity.
