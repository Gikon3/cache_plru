[./design.v]
module cache_ahb_ctrl_out (
    input   logic           i_hclk,
    input   logic           i_hnreset,
    input   logic           i_sel,
    input   logic   [29:0]  i_addr,
    output  logic   [31:0]  o_rdata,
    output  logic           o_ready,
    output  logic           o_hsel,
    output  logic   [31:0]  o_haddr,
    output  logic           o_hwrite,
    output  logic   [ 2:0]  o_hsize,
    output  logic   [ 2:0]  o_hburst,
    output  logic   [ 3:0]  o_hprot,
    output  logic   [ 1:0]  o_htrans,
    output  logic           o_hmastlock,
    output  logic           o_hready,
    output  logic   [31:0]  o_hwdata,
    input   logic           i_hready,
    input   logic           i_hresp,
    input   logic   [31:0]  i_hrdata
    );
    enum logic [1:0] {IDLE, READ, READ_EMPTY} state_list;
    logic   [1:0]   current_state;
    logic   [1:0]   next_state;
    logic           state_idle;
    logic           state_read;
    logic           state_read_empty;
    assign state_idle = current_state == IDLE;
    assign state_read = current_state == READ;
    assign state_read_empty = current_state == READ_EMPTY;
    always_ff @(posedge i_hclk, negedge i_hnreset)
        if (!i_hnreset) current_state <= IDLE;
        else current_state <= next_state;
    always_comb
        case (current_state)
            IDLE:
                if (i_sel && i_hready)
                    next_state = READ;
                else if (i_sel && !i_hready)
                    next_state = READ_EMPTY;
                else
                    next_state = IDLE;
            READ:
                if (!i_sel && i_hready)
                    next_state = IDLE;
                else if (i_sel && !i_hready)
                    next_state = READ_EMPTY;
                else
                    next_state = READ;
            READ_EMPTY:
                if (i_hready)
                    next_state = READ;
                else
                    next_state = READ_EMPTY;
            default:
                next_state = IDLE;
        endcase
    assign o_hsel = i_sel | state_read_empty;
    assign o_haddr = {i_addr, 2'h0};
    assign o_hwrite = 1'b0;
    assign o_hsize = 3'h2;
    assign o_hburst = 3'h0;
    assign o_hprot = 4'h1;
    assign o_htrans = 2'h2;
    assign o_hmastlock = 1'b0;
    assign o_hready = i_hready;
    assign o_hwdata = 32'd0;
    assign o_rdata = state_read ? i_hrdata: 32'd0;
    assign o_ready = i_hready;
endmodule
[./run.sh]
#!/bin/bash
# OpenROAD 26Q1-2900-gdf79404cd8, Yosys 0.63+post, stock flow scripts
make -C /OpenROAD-flow-scripts/flow DESIGN_CONFIG=/design/flow/config.mk WORK_HOME=/design/flow/orfs finish
[./config.mk]
export PLATFORM = sky130hd
export DESIGN_NAME = cache_ahb_ctrl_out
export DESIGN_NICKNAME = cache_ahb_ctrl_out
export VERILOG_FILES = /design/flow/design.v
export SDC_FILE = /design/flow/constraint.sdc
export NUM_CORES = 4
export LEC_CHECK = 1
export CORE_AREA = 10 10 78 78
export DIE_AREA = 0 0 88 88
[./constraint.sdc]
current_design cache_ahb_ctrl_out

set clk_period 1.7
set clk_io_pct 0.2

create_clock -name clk0 -period $clk_period [get_ports {i_hclk}]

set non_clock_inputs [all_inputs -no_clocks]
set_input_delay [expr $clk_period * $clk_io_pct] -clock clk0 $non_clock_inputs
set_output_delay [expr $clk_period * $clk_io_pct] -clock clk0 [all_outputs]
==> CHANGELOG.md <==
### Implementation results

* Non-filler instance count after layout at 229
* Fraction of layout cells with a size suffix above 1 at 0.0847
* Flops after synth at 3
* Post-Route Skew at 0.00134 ns
* Diode insertion count for antenna repair at 0
* HPWL after detailed placement at 2960 um
* Die X at 88 um
* Most common library cell in the layout ignoring fill and taps: sky130_fd_sc_hd__conb_1
* Worst hold path type: primary input to async pin
* Setup violation total in the final timing report at 10
* Number of distinct library cells after synthesis at 14
* Power density of the placed cells at 580 nW/um2
* Violations in the final reports: setup timing
* Number of standard cells after synthesis at 133
* Clock buffer count from CTS at 3
* Post-synthesis share of cell area spent on full adders, half adders and majority gates at 0.0378
* Xor and xnor area share after synthesis at 0
* H-tree depth reported by CTS at 1
* Post-detailed-route count of antenna-violating nets at 0
* Data arrival time of the critical path at 1.38 ns
* Later-pin clock latency in the skew report at 0.21 ns
* Worst Hold Margin at 0.315 ns
* Yosys cell count at 133
* Cell area after layout at 1440 um2
* Cts-stage hold buffer count at 0
* Wire length per cell after detailed routing at 15.1 um
* Root Driver: sky130_fd_sc_hd__clkbuf_8
* Mean number of vias per cell at 3.43
* Category of the worst setup path capture point: output port
* Dominant cells by area after synthesis: sky130_fd_sc_hd__buf_4, sky130_fd_sc_hd__and2_1, sky130_fd_sc_hd__dfrtp_1
* Total number of warnings across the stage logs at 30
* Post-detailed-routing wire length at 3450 um
* Max clock buf depth at 2
* Final min period at 1.72 ns
* Final estimated routing congestion in global placement at 0.739
* Synthesized cell area at 992 um2
* Final Hold Violation Tally at 0
* IR Drop Worst-Case VDD at 0.000221 V
* Height of the die at 88 um
* Global-route wire length before repair at 4350 um
* CTS Sinks at 3
* Combinational family with the most area after synthesis: buffers and inverters
* Number of DRC violations after detailed-routing iteration 0 at 13
* Share of synthesized area spent on multiplexers at 0
* Fraction of the yosys area taken by sequential cells at 0.0769
* Peak fanout along the critical path at 1
* Max Clock Freq at 582 MHz
* Initial antenna violation count at 0
* Chip area from the yosys synthesis statistics at 992 um2
* Floorplan utilization at 0.225
* Full die area at 7740 um2
* Pin count of the biggest net entering global routing at 33
* CTS tree: built
* DP Cell Count at 221
* Total via count in the routed design at 785
* Number of maximum-capacitance violations at 0
* Total Routing Usage GR at 0.0697
* I/O pin count at 180
* Critical Setup Path Class: primary input to output port
* Max-slew violations at 0
* Average size of a mapped cell at 7.46 um2
* DRT Pass-1 Iters at 4
* Slack of the critical path at -0.0173 ns
* Post-placement setup slack at -0.0663 ns
* Setup repair after global routing missed its margin: true
* Number of port buffers at 70
* Leakage Power at 0.848 nW
* Simple-Gate Area Share at 0.212
* Clock-pin transition on the worst setup and hold timing paths at 0.03 ns
* Part of the cycle the worst path needs at 1.01
* Detailed-route DRC error count at 0
* Layout-stage area growth over the synthesis result at 45.4%
* Launch point of the worst path: i_hrdata[1]
* Launching element type of the critical path: primary input
* Final global-route overflow total at 0
* Register with the most flip-flops: current_state
* Number of flip-flops under the largest register name at 3
* Outcome: finished with violations
* Std-Cell Rows at 24
* Largest registers: current_state (3)
* RR Startpoint: current_state[2]
* Warnings, synthesis at 1
* Vias in the first global route at 807
* Core footprint at 4410 um2
* Placement Cell Area at 1350 um2
* Most common logic cells in the final layout: sky130_fd_sc_hd__conb_1, sky130_fd_sc_hd__clkdlybuf4s50_1, sky130_fd_sc_hd__and2_1
* Cell type with the largest total area after synthesis: sky130_fd_sc_hd__buf_4
* Layout fillers at 471
* Required time reported for the critical path endpoint at 1.36 ns
* Synth Area in Compound Gates at 0.0303
* Top cell area share at 0.605
## kinds of logic (layout without fill, tap and decap cells)
family | count (synthesis) | in the layout
AND/OR/NAND/NOR | 34 | 34
other | 2 | 48
flip-flops | 3 | 3
adder cells (fa/ha/maj) | 3 | 3
AND-OR/OR-AND | 4 | 4
buffers and inverters | 87 | 85
## final cells by class
class / count / area, um2 / area share
Inverter: 4 / 15.0 / 0.0104
Tap cell: 52 / 65.1 / 0.0451
Sequential cell: 3 / 77.6 / 0.0538
Clock buffer: 4 / 45.0 / 0.0312
Timing Repair Buffer: 77 / 782 / 0.542
Multi-Input combinational cell: 89 / 458 / 0.317
## metrics by stage
stage	util	TNS (ns)	power [mW]
detailed placement	0.306	-0.749	0.625
global placement	0.306	-0.570	0.626
finish	0.327	-0.0899	0.836
global route	0.327	-0.905	0.922
floorplan	-	0	0.346
CTS	0.315	-0.341	0.819
## worst max-delay path, stage by stage
cell and delay [ns]:
sky130_fd_sc_hd__clkdlybuf4s50_1 0.45, sky130_fd_sc_hd__and2_1 0.12, sky130_fd_sc_hd__clkdlybuf4s50_1 0.47
## report_power, final
part | total, mW | switching, mW | leakage (nW) | internal [mW]
clock | 0.205 | 0.0451 | 0.0228 | 0.160
combinational | 0.518 | 0.139 | 0.789 | 0.379
sequential | 0.114 | 0.0204 | 0.0360 | 0.0934
total | 0.836 | 0.204 | 0.848 | 0.632
## Yosys cell counts
cell type,number
sky130_fd_sc_hd__nor2_1,1
sky130_fd_sc_hd__clkbuf_2,3
sky130_fd_sc_hd__a222oi_1,1
sky130_fd_sc_hd__a22o_2,1
sky130_fd_sc_hd__ha_1,3
sky130_fd_sc_hd__inv_1,4
sky130_fd_sc_hd__conb_1,2
sky130_fd_sc_hd__dfstp_2,1
sky130_fd_sc_hd__and2_2,2
sky130_fd_sc_hd__dfrtp_1,2
sky130_fd_sc_hd__and2_1,30
sky130_fd_sc_hd__buf_4,80
sky130_fd_sc_hd__o21ai_0,2
sky130_fd_sc_hd__nand2_1,1
## worst paths after layout
check / to / slack [ns] / cells past startpoint
max in group asynchronous: current_state[0] / 1.16 / 1
setup / recovery: o_rdata[1] / -0.02 / 3
min in group clk0: current_state[2] / 0.51 / 2
hold / removal: current_state[1] / 0.31 / 1
hold reg to reg: current_state[2] / 0.51 / 2
setup reg to reg: current_state[2] / 0.59 / 3
## layer usage
metal	global-route usage	wire [um]	vias to the layer above
li1	-	-	359
met1	0.0746	1240	317
met2	0.110	1500	89
met3	0.0412	579	20
met4	0.0290	125	0
met5	0	0	-
## what timing repair did
item,CTS,global route
buffers inserted,2,1
gates cloned,0,1
pin swaps,6,0
endpoints found under the setup margin,35,21
gates resized,16,9
Power and IR drop assume default switching activity.
