==> design/flow/design.v <==
module cache_calc (
    input   logic           i_clk,
    input   logic           i_nreset,
    input   logic           i_srst,
    input   logic           i_en,
    input   logic   [29:0]  i_addr,  
    input   logic           i_wr_ready,
    output  logic           o_miss_cache,
    output  logic   [7:0]   o_mem_addr_cache,
    output  logic   [7:0]   o_mem_addr_load
    );
    logic   [21:0]  addr_tag;
    logic   [2:0]   addr_block;
    logic   [24:0]  addr_tag_block;
    logic   [4:0]   addr_word;
    logic   [2:0]   addr_group;
    logic   [7:0]   hit_tag_block_bus;
    logic   [2:0]   num_hit_tag_block;
    logic           hit_tag_block;
    logic           miss_tag_block;
    logic           miss_word_group;
    logic           reliability_full;
    logic           lru_bit_replace_en;
    logic           miss_block0;
    logic           hit_block0;
    logic           replace_block0;
    logic           miss_block1;
    logic           hit_block1;
    logic           replace_block1;
    logic           miss_block2;
    logic           hit_block2;
    logic           replace_block2;
    logic           miss_block3;
    logic           hit_block3;
    logic           replace_block3;
    logic           miss_block4;
    logic           hit_block4;
    logic           replace_block4;
    logic           miss_block5;
    logic           hit_block5;
    logic           replace_block5;
    logic           miss_block6;
    logic           hit_block6;
    logic           replace_block6;
    logic           miss_block7;
    logic           hit_block7;
    logic           replace_block7;
    logic   [6:0]   lru_bit;
    logic   [2:0]   num_fetch_block;
    logic   [24:0]  tag_block_mem [7:0];
    logic   [2:0]   addr_load_block;
    logic   [4:0]   addr_load_word;
    logic   [2:0]   dust_mem_sel_group;
    logic   [7:0]   dust_mem [7:0];
    assign addr_tag = i_addr[29:8];
    assign addr_block = i_addr[7:5];
    assign addr_tag_block = {addr_tag, addr_block};
    assign addr_word = i_addr[4:0];
    assign addr_group = addr_word[4:2];
    generate
    genvar i;
    for (i = 0; i < 8; i ++) begin: hit_gen
        assign hit_tag_block_bus[i] = i_en && tag_block_mem[i] == addr_tag_block;
    end endgenerate
    always_comb
        casex (hit_tag_block_bus)
            8'bxxxx_xxx1: num_hit_tag_block = 3'd0;
            8'bxxxx_xx10: num_hit_tag_block = 3'd1;
            8'bxxxx_x100: num_hit_tag_block = 3'd2;
            8'bxxxx_1000: num_hit_tag_block = 3'd3;
            8'bxxx1_0000: num_hit_tag_block = 3'd4;
            8'bxx10_0000: num_hit_tag_block = 3'd5;
            8'bx100_0000: num_hit_tag_block = 3'd6;
            8'b1000_0000: num_hit_tag_block = 3'd7;
            default: num_hit_tag_block = 3'd0;
        endcase
    assign hit_tag_block = |hit_tag_block_bus;
    assign miss_tag_block = i_en & !hit_tag_block;
    assign miss_word_group = i_en && dust_mem[num_hit_tag_block][addr_group] == 1'b0;
    assign o_miss_cache = miss_tag_block | miss_word_group;
    assign lru_bit_replace_en = i_en;
    assign miss_block0 = miss_tag_block & !lru_bit[6] & !lru_bit[4] & !lru_bit[0];
    assign hit_block0 = i_en && hit_tag_block && num_hit_tag_block == 'd0;
    assign replace_block0 = lru_bit_replace_en & (miss_block0 | hit_block0);
    assign miss_block1 = miss_tag_block & miss_tag_block & !lru_bit[6] & !lru_bit[4] & lru_bit[0];
    assign hit_block1 = i_en && hit_tag_block && num_hit_tag_block == 'd1;
    assign replace_block1 = lru_bit_replace_en & (miss_block1 | hit_block1);
    assign miss_block2 = miss_tag_block & !lru_bit[6] & lru_bit[4] & !lru_bit[1];
    assign hit_block2 = i_en && hit_tag_block && num_hit_tag_block == 'd2;
    assign replace_block2 = lru_bit_replace_en & (miss_block2 | hit_block2);
    assign miss_block3 = miss_tag_block & !lru_bit[6] & lru_bit[4] & lru_bit[1];
    assign hit_block3 = i_en && hit_tag_block && num_hit_tag_block == 'd3;
    assign replace_block3 = lru_bit_replace_en & (miss_block3 | hit_block3);
    assign miss_block4 = miss_tag_block & lru_bit[6] & !lru_bit[5] & !lru_bit[2];
    assign hit_block4 = i_en && hit_tag_block && num_hit_tag_block == 'd4;
    assign replace_block4 = lru_bit_replace_en & (miss_block4 | hit_block4);
    assign miss_block5 = miss_tag_block & lru_bit[6] & !lru_bit[5] & lru_bit[2];
    assign hit_block5 = i_en && hit_tag_block && num_hit_tag_block == 'd5;
    assign replace_block5 = lru_bit_replace_en & (miss_block5 | hit_block5);
    assign miss_block6 = miss_tag_block & lru_bit[6] & lru_bit[5] & !lru_bit[3];
    assign hit_block6 = i_en && hit_tag_block && num_hit_tag_block == 'd6;
    assign replace_block6 = lru_bit_replace_en & (miss_block6 | hit_block6);
    assign miss_block7 = miss_tag_block & lru_bit[6] & lru_bit[5] & lru_bit[3];
    assign hit_block7 = i_en && hit_tag_block && num_hit_tag_block == 'd7;
    assign replace_block7 = lru_bit_replace_en & (miss_block7 | hit_block7);
    always_ff @(posedge i_clk, negedge i_nreset)
        if (!i_nreset) lru_bit <= 'd0;
        else if (i_srst) lru_bit <= 'd0;
        else if (replace_block0) begin
            lru_bit[6] <= 1'b1;
            lru_bit[4] <= 1'b1;
            lru_bit[0] <= 1'b1;
        end
        else if (replace_block1) begin
            lru_bit[6] <= 1'b1;
            lru_bit[4] <= 1'b1;
            lru_bit[0] <= 1'b0;
        end
        else if (replace_block2) begin
            lru_bit[6] <= 1'b1;
            lru_bit[4] <= 1'b0;
            lru_bit[1] <= 1'b1;
        end
        else if (replace_block3) begin
            lru_bit[6] <= 1'b1;
            lru_bit[4] <= 1'b0;
            lru_bit[1] <= 1'b0;
        end
        else if (replace_block4) begin
            lru_bit[6] <= 1'b0;
            lru_bit[5] <= 1'b1;
            lru_bit[2] <= 1'b1;
        end
        else if (replace_block5) begin
            lru_bit[6] <= 1'b0;
            lru_bit[5] <= 1'b1;
            lru_bit[2] <= 1'b0;
        end
        else if (replace_block6) begin
            lru_bit[6] <= 1'b0;
            lru_bit[5] <= 1'b0;
            lru_bit[3] <= 1'b1;
        end
        else if (replace_block7) begin
            lru_bit[6] <= 1'b0;
            lru_bit[5] <= 1'b0;
            lru_bit[3] <= 1'b0;
        end
    always_comb
        casex (lru_bit)
            7'b0x0_xxx0: num_fetch_block = 3'd0;
            7'b0x0_xxx1: num_fetch_block = 3'd1;
            7'b0x1_xx0x: num_fetch_block = 3'd2;
            7'b0x1_xx1x: num_fetch_block = 3'd3;
            7'b10x_x0xx: num_fetch_block = 3'd4;
            7'b10x_x1xx: num_fetch_block = 3'd5;
            7'b11x_0xxx: num_fetch_block = 3'd6;
            7'b11x_1xxx: num_fetch_block = 3'd7;
            default: num_fetch_block = 3'd0;
        endcase
    always_ff @(posedge i_clk, negedge i_nreset)
        if (!i_nreset) for (int i = 0; i < 8; i ++) tag_block_mem[i] <= 'd0;
        else if (i_srst) for (int i = 0; i < 8; i ++) tag_block_mem[i] <= 'd0;
        else if (miss_tag_block) tag_block_mem[num_fetch_block] <= addr_tag_block;
    assign addr_load_block = o_mem_addr_load[7:5];
    assign addr_load_word = o_mem_addr_load[4:0];
    assign dust_mem_sel_group = addr_load_word[4:2];
    always_ff @(posedge i_clk, negedge i_nreset)
        if (!i_nreset) for (int i = 0; i < 8; i ++) dust_mem[i] <= 'd0;
        else if (i_srst) for (int i = 0; i < 8; i ++) dust_mem[i] <= 'd0;
        else if (miss_tag_block) dust_mem[num_fetch_block] <= 'd0;
        else if (i_wr_ready) dust_mem[addr_load_block][dust_mem_sel_group] <= 1'b1;
    assign o_mem_addr_cache = {num_hit_tag_block, addr_word};
    always_ff @(posedge i_clk, negedge i_nreset)
        if (!i_nreset) o_mem_addr_load <= 'd0;
        else if (i_srst) o_mem_addr_load <= 'd0;
        else if (i_en && miss_tag_block) o_mem_addr_load <= {num_fetch_block, addr_word};
        else if (i_en && miss_word_group) o_mem_addr_load <= {num_hit_tag_block, addr_word};
endmodule
==> design/flow/run.sh <==
#!/bin/bash
# OpenROAD 26Q1-2900-gdf79404cd8, Yosys 0.63+post, stock flow scripts
make -C /OpenROAD-flow-scripts/flow DESIGN_CONFIG=/design/flow/config.mk WORK_HOME=/design/flow/orfs finish
==> design/flow/config.mk <==
export PLATFORM = sky130hd
export DESIGN_NAME = cache_calc
export DESIGN_NICKNAME = cache_calc
export VERILOG_FILES = /design/flow/design.v
export SDC_FILE = /design/flow/constraint.sdc
export NUM_CORES = 4
export LEC_CHECK = 1
export CORE_UTILIZATION = 50
==> design/flow/constraint.sdc <==
current_design cache_calc

set clk_period 11.0
set clk_io_pct 0.2

create_clock -name clk0 -period $clk_period [get_ports {i_clk}]

set non_clock_inputs [all_inputs -no_clocks]
set_input_delay [expr $clk_period * $clk_io_pct] -clock clk0 $non_clock_inputs
set_output_delay [expr $clk_period * $clk_io_pct] -clock clk0 [all_outputs]
==> impl_metrics.env <==
# flow metrics
export IMPL_drt_iter0_drc=930
export IMPL_yosys_stat_cell_total=1448
export IMPL_syn_instance_count=1448
export IMPL_cts_sink_count=279
export IMPL_grt_pass1_wl_um=63500
export IMPL_crit_reg2reg_capture="dust_mem[7][0]"
export IMPL_grt_overflow_total=0
export IMPL_timing_final_max_slew_violations=0
export IMPL_timing_critical_path_from="i_addr[18]"
export IMPL_ys_warn_count=3
export IMPL_dp_final_hpwl_um=27800
export IMPL_post_place_cells=1765
export IMPL_worst_path_cell_chain="clkdlybuf4s50_1, xnor2_1, nand4_1, nor4_1, nand4_1, nand2b_1, nor4b_4, a222oi_1, a211oi_1, nor3_1, a32oi_2, o22ai_4, nor2_4, inv_1, clkdlybuf4s50_1"
export IMPL_async_flop_share_pct=100
export IMPL_antenna_cells=0
export IMPL_die_area_mm2=0.0278
export IMPL_max_rail_drop_vdd_mv=0.133
export IMPL_yosys_most_used_dff="sky130_fd_sc_hd__dfrtp_1"
export IMPL_grt_start_max_net_pins=116
export IMPL_setup_repair_after_global_routing_missed_its_margin="false"
export IMPL_whs_path_depth=2
export IMPL_slew_limit_headroom_pct=35.1
export IMPL_cts_inserted_buffers=30
export IMPL_dr_vias=10400
export IMPL_mapped_cell_area_mm2=0.0136
export IMPL_holdCritPathClass="reg2reg"
export IMPL_worst_slack_ns=1.07
export IMPL_clk_transition_reported_paths_ns=0.05
export IMPL_detail_route_wl_per_cell_um=22.2
export IMPL_number_of_flops_mapped_to_enable_cells_by_yosys=0
export IMPL_drc_errors=0
export IMPL_avgSynthCellArea_um2=9.39
export IMPL_critPathArrivalTime_ns=7.73
export IMPL_cts_tree="built"
export IMPL_synth_yosys_seq_area_share_pct=51.4
export IMPL_tritonroute_pass_1_iters=7
export IMPL_run_status="complete, no violations"
export IMPL_fmaxAchievable_ghz=0.101
export IMPL_io_pins=52
export IMPL_rr_startpoint="tag_block_mem[2][13]"
export IMPL_final_min_clock_period_ns=9.93
export IMPL_critical_path_slowest_cell="sky130_fd_sc_hd__nor4_1"
export IMPL_ctsRootBufferMaster="sky130_fd_sc_hd__clkbuf_16"
export IMPL_place_worst_setup_slack_ns=1.19
export IMPL_critical_path_class="in2out"
export IMPL_wp_buf_inv=3
export IMPL_grt_usage_pct=31.8
export IMPL_final_layout_size_suffix_gt1_share_pct=6.82
export IMPL_final_common_cell="sky130_fd_sc_hd__dfrtp_1"
export IMPL_cp_required_ns=8.80
export IMPL_period_used_pct=90.3
export IMPL_measured_slew_at_the_worst_slew_check_pin_ns=0.965
export IMPL_port_buffers=51
export IMPL_final_hold_violation_count=0
export IMPL_antenna_found_initial=0
export IMPL_core_mm2=0.0264
export IMPL_lay_top_cells="sky130_fd_sc_hd__dfrtp_1, sky130_fd_sc_hd__nand2_1, sky130_fd_sc_hd__o21ai_0"
export IMPL_ctsLongestPathBuffers=3
export IMPL_critical_path_endpoint_type="output port"
export IMPL_cellLeakagePower_uw=0.00654
export IMPL_clock_latency_ns=0.56
export IMPL_cts_repair_resized=0
export IMPL_worst_setup_start_kind="primary input"
export IMPL_max_cap_violations=0
export IMPL_cpPeakStageDelay_ns=0.86
export IMPL_crit_fanout=16
export IMPL_synth_lib_cells_used_distinct=65
export IMPL_avgViaCountPerCell=5.72
export IMPL_die_size_x_um=167
export IMPL_placement_rows=59
export IMPL_r2r_worst_path_cells=12
export IMPL_cts_hold_fix_buffers=0
export IMPL_crit_end="o_miss_cache"
export IMPL_ys_flops=279
export IMPL_power_density_mw_per_mm2=164
export IMPL_setup_viol_count_final=0
export IMPL_setup_slack_of_the_most_critical_reg_to_reg_path_ns=5.82
export IMPL_clock_tree_htree_level_count=1
export IMPL_path_depth=15
export IMPL_grt_pass1_vias=10200
export IMPL_place_congestion=0.962
export IMPL_tns_ns=0
export IMPL_yosys_area_mm2=0.0136
export IMPL_warning_count=29
export IMPL_clock_skew_final_ns=0.0147
export IMPL_design_power_total_uw=2500
export IMPL_fp_utilization_pct=51.6
export IMPL_final_cells=1817
export IMPL_final_antenna_net_count=0
export IMPL_post_cts_setup_buffers=0
export IMPL_die_height_um=167
export IMPL_areaGrowthSynthToFinish_pct=12.3
export IMPL_total_length_of_routed_wires_um=40300
export IMPL_family_with_the_most_delay_on_the_worst_path="simple AND/OR/NAND/NOR gates"
[synthesized netlist by cell type, types with 5 or more instances]
library cell               count  share of area [%]
sky130_fd_sc_hd__a211oi_1      6               0.33
sky130_fd_sc_hd__a21oi_1      84                3.1
sky130_fd_sc_hd__a222oi_1      6               0.44
sky130_fd_sc_hd__a31oi_1       7               0.32
sky130_fd_sc_hd__buf_1         7               0.19
sky130_fd_sc_hd__buf_2        19               0.70
sky130_fd_sc_hd__buf_4         8               0.44
sky130_fd_sc_hd__buf_6        13                1.1
sky130_fd_sc_hd__clkbuf_1     51                1.4
sky130_fd_sc_hd__dfrtp_1     279                 51
sky130_fd_sc_hd__inv_1         9               0.25
sky130_fd_sc_hd__mux2i_1       6               0.44
sky130_fd_sc_hd__nand2_1     274                7.6
sky130_fd_sc_hd__nand2b_1      8               0.37
sky130_fd_sc_hd__nand3_1      10               0.37
sky130_fd_sc_hd__nand4_1      28                1.3
sky130_fd_sc_hd__nor2_1       93                2.6
sky130_fd_sc_hd__nor3_1       21               0.77
sky130_fd_sc_hd__nor4_1       32                1.5
sky130_fd_sc_hd__o21ai_0     211                7.8
sky130_fd_sc_hd__or2_2         5               0.23
sky130_fd_sc_hd__xnor2_1      92                5.9
sky130_fd_sc_hd__xor2_1      108                7.0
[cell type report]
| type | count | area, µm² |
|---|---|---|
| Inverter | 10 | 37.5 |
| Timing Repair Buffer | 80 | 746 |
| Sequential cell | 279 | 6980 |
| Tap cell | 335 | 419 |
| Clock buffer | 45 | 898 |
| Fill cell | 2315 | 11100 |
| Clock inverter | 7 | 63.8 |
| Multi-Input combinational cell | 1061 | 6120 |
[sequential cells by signal (all words and copies together), names as in the netlist]
signal / count
dust_mem: 64
lru_bit: 7
o_mem_addr_load: 8
tag_block_mem: 200
[cell families (layout without fill, tap and decap cells)]
logic type                 count (synthesis)  count (layout)  share of synthesized area (%)
adders and majority gates                  3               3                          0.276
DFF                                      279             279                           51.4
buffers and inverters                    108             142                           4.10
and+or+nand+nor                          496             496                           16.3
muxes                                      6               6                          0.442
AOI/OAI and AO/OA                        356             356                           14.7
xor gates and xnor gates                 200             200                           12.9
[stage by stage]
stage / instance area, µm² / hold slack [ns] / util (%)
detailed placement: 14300 / 0.481 / 54.3
global route: 15300 / 0.512 / 57.9
CTS: 15300 / 0.499 / 57.9
global placement: 14300 / 0.477 / 54.3
floorplan: 13600 / 0.455 / -
finish: 15300 / 0.493 / 57.9
[worst register-to-register path: cells and delay by family, from the launching register on]
kind | cells | cell delay [ns]
AND-OR/OR-AND | 3 | 1.02
AND/OR/NAND/NOR | 7 | 2.89
buffers and inverters | 1 | 0.44
XOR/XNOR | 1 | 0.34
flip-flops | 1 | 0.39
[how the worst min path moves through the flow]
stage | end | slack [ns] | start
4_1_cts | dust_mem[4][4] | 0.50 | dust_mem[4][4]
5_1_grt | tag_block_mem[6][0] | 0.51 | tag_block_mem[6][0]
6_report | dust_mem[4][4] | 0.49 | dust_mem[4][4]
[routing by layer]
metal	vias to the layer above	GRT usage, %	routed length (µm)
li1	4969	-	-
met1	5004	53.2	19100
met2	380	41.2	16100
met3	48	13.1	4480
met4	0	4.67	642
met5	-	0	0
[report_power, final]
group,internal [µW],leakage [µW],total [µW],switching (µW)
clock network,581,0.000478,991,410
logic,120,0.00237,350,229
registers,1100,0.00369,1160,54.9
total,1800,0.00654,2500,694
Power and IR drop assume default switching activity.
